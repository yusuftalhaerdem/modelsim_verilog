==> ./config.mk <==
export PLATFORM = sky130hd
export DESIGN_NAME = alu32
export DESIGN_NICKNAME = alu32
export VERILOG_FILES = /design/flow/design.v
export SDC_FILE = /design/flow/constraint.sdc
export NUM_CORES = 4
export LEC_CHECK = 1
export CORE_UTILIZATION = 30
==> ./design.v <==
module alu32(sum,a,b,zout,gin,zero); 
output [31:0] sum;
input [31:0] a,b; 
input [2:0] gin; 
reg [31:0] sum;
reg [31:0] less;
reg [31:0] nr;
output zout;
output reg zero;
reg zout;
always @(a or b or gin)
begin
	case(gin)
	3'b010: sum=a+b; 		 
	3'b110: sum=a+1+(~b);	 
	3'b111: begin less=a+1+(~b);	 
			if (less[31]) sum=1;	
			else sum=0;
		  end
	3'b000: sum=a & b;	 
	3'b001: sum=a|b;		 
	3'b100: begin nr=(~a)&(~b);
			sum=nr[4:0];
			end			 
	3'b011: sum= b<<a;		 
	default: sum=31'bx;	
	endcase
zout=~(|sum);
zero= zout;
end
endmodule
==> ./constraint.sdc <==
current_design alu32

set clk_period 16.5
set clk_io_pct 0.2

create_clock -name clk0 -period $clk_period

set non_clock_inputs [all_inputs -no_clocks]
set_input_delay [expr $clk_period * $clk_io_pct] -clock clk0 $non_clock_inputs
set_output_delay [expr $clk_period * $clk_io_pct] -clock clk0 [all_outputs]
==> ./run.sh <==
#!/bin/bash
# OpenROAD 26Q1-2900-gdf79404cd8, Yosys 0.63+post, stock flow scripts
make -C /OpenROAD-flow-scripts/flow DESIGN_CONFIG=/design/flow/config.mk WORK_HOME=/design/flow/orfs finish
==> flow_metrics.tcl <==
# implementation run metrics
set metrics [dict create \
    logic_area_um2 6580 \
    timing.final.max_slew_violations 0 \
    crit_path_max_fanout 34 \
    power_density_nw_per_um2 33.8 \
    synthesis.area_um2 7240 \
    yosysWarningCount 1 \
    post_dr_wirelength_cell_um 22.1 \
    grt_remaining_overflow 0 \
    top_cell_area_share_pct 16.9 \
    antenna-diode-count 0 \
    grt_setup_unrepaired "false" \
    remaining_drc_errors 0 \
    min_period_over_period_pct 73.1 \
    grt_antenna_before_repair 0 \
    critical_path_required_ns 13.20 \
    drv.max_cap_violation_count 0 \
    power.ir.vdd_worst_uv 17.2 \
    setup_viol_count_final 0 \
    areaGrowthSynthToFinish_pct 16.4 \
    cts.repair_timing.setup_buffer_count 0 \
    synthDistinctLibCells 81 \
    synth.largest_area_cell "sky130_fd_sc_hd__ha_1" \
    instances_no_fill 1417 \
    final.clkbuf_count 0 \
    ys_seq_share_pct 0 \
    placementRows 56 \
    critical_path_arrival_ns 8.76 \
    place.detailed.hpwl_um 25200 \
    hold_class "in2out" \
    hp-start "gin[2]" \
    sequential_cells 0 \
    initCoreUtil_pct 30.8 \
    synth.avg_cell_area_um2 6.88 \
    core_area_um2 23500 \
    netlist.top_cell.by_instances "sky130_fd_sc_hd__nor2_1" \
    num_vias 8563 \
    finalSetupTns_ns 0 \
    worst_pin_slew_ns 0.955 \
    syn_inst 1052 \
    timing.slew.headroom_pct 36.1 \
    outcome "finished clean" \
    drt_wl_total_um 31300 \
    worstHoldPathCells 5 \
    achievable-frequency_mhz 82.9 \
    gp_congestion 1.02 \
    fillerInstances 2535 \
    finalCriticalPeriod_ns 12.06 \
    drive_gt1_share_pct 5.92 \
    top_cells_by_area "sky130_fd_sc_hd__ha_1 17%, sky130_fd_sc_hd__mux4_2 5.9%, sky130_fd_sc_hd__nor2_1 5.5%, sky130_fd_sc_hd__a21oi_1 5.3%, sky130_fd_sc_hd__mux2i_1 5.1%" \
    detail_route.iter0.violations 807 \
    die.size.x_um 157 \
    criticalPathCategory "in2out" \
    design.portCount 101 \
    hold_path_end "sum[15]" \
    post_synth_top_cells "106 x sky130_fd_sc_hd__nor2_1, 98 x sky130_fd_sc_hd__ha_1, 92 x sky130_fd_sc_hd__inv_1" \
    seqCellArea_um2 0 \
    worst_hold_slack_ns 7.66 \
    cts_resized 0 \
    power.leakage_uw 0.00356 \
    post-place-cells 1417 \
    placement.setup.worst_slack_ns 4.50 \
    number_of_routed_nets_with_antenna_violations 0 \
    yosys-stat-cells 1052 \
    finalCoreUtilization_pct 35.8 \
    dieHeight_um 157 \
    startpoint_type "input pin" \
    grt_pass1_vias 7983 \
    cts_hold_repair.buffers 0 \
    die_area_um2 24800 \
    cp-end-kind "output port" \
    post_drt_via_cell_ratio 6.04 \
    grt_first_pass_wirelength_um 47500 \
    count_of_warning_messages_emitted_by_the_tools 98 \
    final_hold_viol_count 0 \
    first_pass_iteration_count_of_the_detailed_router 8 \
    grt_util_all_layers_pct 25.6 \
    yosys_area_um2 7240 \
    fin_ws_ns 4.44 \
    grt_start_max_net_pins 58 \
    port_buffers 101 \
]
==> routing by layer <==
layer	part of all wire (%)	track usage, %	wire length [um]	vias to the layer above
met4	4.7	9.99	1460	0
li1	-	-	-	4017
met1	42	36.3	13200	4033
met5	0	0.828	0	-
met3	8.9	3.25	2770	69
met2	44	39.6	13800	444
==> worst max-delay path: stages <==
cell                              delay (ns)
sky130_fd_sc_hd__clkdlybuf4s50_1        0.46
sky130_fd_sc_hd__buf_4                  0.37
sky130_fd_sc_hd__inv_1                  0.07
sky130_fd_sc_hd__buf_4                  0.23
sky130_fd_sc_hd__ha_1                   0.26
sky130_fd_sc_hd__fa_1                   0.43
sky130_fd_sc_hd__nor2_1                 0.16
sky130_fd_sc_hd__o311ai_1               0.19
sky130_fd_sc_hd__a211oi_1               0.56
sky130_fd_sc_hd__o21ai_1                0.24
sky130_fd_sc_hd__a2111oi_0              0.49
sky130_fd_sc_hd__o22ai_1                0.16
sky130_fd_sc_hd__xnor2_1                0.18
sky130_fd_sc_hd__a2111o_1               0.43
sky130_fd_sc_hd__nor4_2                 0.16
sky130_fd_sc_hd__nand4b_1               0.21
sky130_fd_sc_hd__nor4_2                 0.32
sky130_fd_sc_hd__clkdlybuf4s50_1        0.52
==> power by group <==
| part | total [uW] | switching (uW) | leakage, uW | internal (uW) |
|---|---|---|---|---|
| logic | 285 | 167 | 0.00356 | 118 |
| registers | 0 | 0 | 0 | 0 |
| clock network | 0 | 0 | 0 | 0 |
==> worst max path at each step <==
stage         start   end  slack [ns]
global route   a[1]  zero        4.14
CTS            a[0]  zout        4.50
finish         a[0]  zout        4.44
==> cells in the final DEF (no fill, tap or decap), types with 10 or more instances in the layout <==
cell / netlist / routed
sky130_fd_sc_hd__nor4_1: 13 / 13
sky130_fd_sc_hd__mux2i_1: 37 / 37
sky130_fd_sc_hd__inv_1: 92 / 92
sky130_fd_sc_hd__o31ai_1: 10 / 10
sky130_fd_sc_hd__clkdlybuf4s50_1: 0 / 98
sky130_fd_sc_hd__xnor2_1: 15 / 15
sky130_fd_sc_hd__mux4_2: 19 / 19
sky130_fd_sc_hd__nand3_1: 31 / 31
sky130_fd_sc_hd__nor3_1: 40 / 39
sky130_fd_sc_hd__nand2_1: 77 / 77
sky130_fd_sc_hd__o21ai_0: 50 / 50
sky130_fd_sc_hd__mux2_2: 11 / 11
sky130_fd_sc_hd__nor2b_1: 14 / 14
sky130_fd_sc_hd__nor2_1: 106 / 106
sky130_fd_sc_hd__a221oi_1: 12 / 12
sky130_fd_sc_hd__a21o_1: 25 / 25
sky130_fd_sc_hd__ha_1: 98 / 98
sky130_fd_sc_hd__and2_1: 10 / 10
sky130_fd_sc_hd__a31oi_1: 13 / 13
sky130_fd_sc_hd__a21oi_1: 77 / 77
sky130_fd_sc_hd__a211oi_1: 27 / 27
sky130_fd_sc_hd__nand2b_1: 13 / 13
sky130_fd_sc_hd__buf_4: 3 / 13
sky130_fd_sc_hd__o211ai_1: 17 / 17
==> cell families after synthesis <==
group	share of synthesized area, %
muxes	14.7
and+or+nand+nor	24.8
buffers and inverters	9.14
adders and majority gates	17.5
xor gates and xnor gates	2.30
AOI/OAI and AO/OA	31.6
==> stage by stage <==
step	area [um^2]	total power, uW
after detailed placement	8430	278
final	8430	285
after global routing	8430	307
after floorplan	7240	173
after CTS	8430	280
after global placement	8430	280
==> final cells by class <==
| type | instances | share of cell area (%) |
|---|---|---|
| inverters | 94 | 4.19 |
| repair buffers | 114 | 13.0 |
| multi-input cells | 890 | 78.1 |
| well taps | 319 | 4.74 |
No activity file was given, so power comes from the tool's default toggle rates.
